**./config.mk**
```make
export PLATFORM = sky130hd
export DESIGN_NAME = ALU
export DESIGN_NICKNAME = ALU
export VERILOG_FILES = /design/flow/design.v
export SDC_FILE = /design/flow/constraint.sdc
export NUM_CORES = 4
export LEC_CHECK = 1
export CORE_AREA = 10 10 104 104
export DIE_AREA = 0 0 114 114
```
**./run.sh**
```bash
#!/bin/bash
# OpenROAD 26Q1-2900-gdf79404cd8, Yosys 0.63+post, stock flow scripts
make -C /OpenROAD-flow-scripts/flow DESIGN_CONFIG=/design/flow/config.mk WORK_HOME=/design/flow/orfs finish
```
**./constraint.sdc**
```tcl
current_design ALU

set clk_period 10.0
set clk_io_pct 0.2

create_clock -name clk0 -period $clk_period

set non_clock_inputs [all_inputs -no_clocks]
set_input_delay [expr $clk_period * $clk_io_pct] -clock clk0 $non_clock_inputs
set_output_delay [expr $clk_period * $clk_io_pct] -clock clk0 [all_outputs]
```
**./design.v**
```verilog
module ALU(Ain,Bin,ALUop,out,Z,N,V);
    input [15:0] Ain, Bin;
    input [1:0] ALUop;
    output N, V, Z;
    output [15:0] out;
    reg [15:0] out;
    reg V;
    assign Z = (out == 16'd0);  
    assign N = (out[15] == 1'b1);  
    always_comb begin  
        case(ALUop)
            2'b00: begin 
                out = Ain + Bin;
                V = 1'b0;
            end
            2'b01: begin 
                out = Ain - Bin;
                V = (~Ain[15] & Bin[15] & out[15]) | (Ain[15] & ~Bin[15] & ~out[15]);  
            end
            2'b10: begin
                 out = Ain & Bin;
                 V = 1'b0;
            end
            2'b11: begin 
                out = ~Bin;
                V = 1'b0;
            end
            default: out = 16'd0;
        endcase
    end
endmodule
```
==> results.toml <==
# implementation run metrics
[outcome]
outcome = "completed"

[detailed_routing]
detail_route.vias_per_cell = 5.34
antennaDiodeCount = 0
ant_nets = 0
wl_per_cell_um = 15.7
first_iter_violations = 215
detail_route.drc_violations = 0
drt_first_pass_iters = 4
detailroute.via_count = 2492
detail_route.wirelength_mm = 7.34

[grt]
grtUsageTotal_pct = 11.2
grt_antenna_before_repair = 0
grt_pass1_wl_mm = 12.5
global_route.overflow_total = 0
via_count_of_the_first_global_routing_pass = 2468
largest_net_degree_at_the_start_of_global_routing = 32

[yosys]
synthTopCellsByArea = "ha_1 20%, o21ai_0 6.0%, a21oi_1 5.5%"
synth_cell_types = 61
synth_area_leader_cell = "ha_1"
synth_top_cell_by_count = "ha_1"
yosys-stat-area_um2 = 2170
netlist_instances = 321
syn_area_um2 = 2170
syn_avg_cell_area_um2 = 6.77
synth_sequential_area_ratio_pct = 0
ys_warns = 1
top_cell_area_share_pct = 19.6
common_cells = "34 x ha_1, 32 x inv_1, 30 x nor2_1"
yosys-stat-cells = 321

[cells_and_area]
layout.clock_buffers = 0
final_area_um2 = 2780
final_layout_size_suffix_gt1_share_pct = 3.06
sequential_cell_total = 0
final_cell_count_no_fill = 467
layout.area.seq_um2 = 0
utilization_pct = 32.0
signed_area_change_from_the_synthesized_netlist_to_the_final_layout_pct = 28.0

[final_timing]
worst_slew_slack_as_a_fraction_of_its_limit_pct = 59.3
period_needed_ns = 7.92
hold_violations = 0
setup_repair_after_global_routing_missed_its_margin = "false"
number_of_max_slew_violations_in_the_final_report = 0
timing_worst_slew_pin_value_ns = 0.609
setup_viol = 0
min_period_over_period_pct = 79.2
maxClockFrequency_mhz = 126
final.setup.tns_ns = 0

[die]
floorplan.die.width_um = 114
pin_count = 53
number_of_core_rows = 34
die-height_um = 114
area_of_the_core_region_um2 = 8680
design.die.area_um2 = 13000
floorplan.core_util_pct = 25.0

[worst_setup_path]
worst-setup-path-type = "input port to primary output"
timing.critical_path.slowest_stage_cell = "or4_1"
worstPathMaxFanout = 4
worstPathArrival_ns = 5.92
longest_individual_stage_delay_on_the_worst_path_ns = 0.56
critPathLaunchType = "input port"
end_kind = "primary output"
required_ns = 8.00
worstPathCellList = "clkdlybuf4s50_1 > ha_1 > inv_1 > fa_1 > xor2_1 > mux4_2 > or4_1 > or4_1 > nor3_2 > nand4bb_1 > nor4_2 > clkdlybuf4s50_1"

[clock_network]
post_cts.resized_instances = 0
cts_setup_buffers = 0
cts-hold-fix-buffers = 0

[placed_design]
hpwlAfterDp_mm = 5.99
placedInstanceArea_um2 = 2780
gpl.final_weighted_congestion = 0.931
place.detailed.instances = 467
port-buffer-count = 53

[power_and_ir_drop]
power_density_nw_per_um2 = 59.6
vdd.ir_drop.worst_v = 0.0000219
total_power_w = 0.000166
static-leakage-power_nw = 1.16

[flow_run]
warning_total_across_the_stage_logs = 50
max_cap_violations = 0

[worst_hold_path]
timing.hold.worst_endpoint = "out[0]"
hold_path_startpoint = "Ain[0]"
min_delay_path_depth = 5
hold_path.class = "input port to primary output"
per-layer routing:
layer	routed length (um)	global-route usage [%]	up-vias
met4	0	0.585	0
met5	0	0	-
li1	-	-	1247
met2	3240	17.1	98
met1	3440	16.6	1147
met3	668	2.07	0
worst max-delay path: cells and delay by family:
family | cells | cell delay, ns
adder cells (fa/ha/maj) | 2 | 0.62
multiplexers | 1 | 0.47
XOR/XNOR | 1 | 0.15
AND/OR/NAND/NOR | 5 | 1.55
buffers and inverters | 3 | 1.11
cell usage in the layout (no fill, tap or decap), types with 3 or more instances in the layout:
cell / synthesis / final
inv_1: 32 / 32
mux2i_1: 12 / 12
ha_1: 34 / 34
buf_4: 1 / 4
a221oi_1: 5 / 5
xor2_1: 4 / 4
nor2_1: 30 / 30
nand2b_1: 7 / 7
o22ai_1: 5 / 5
o31ai_1: 4 / 4
a211oi_1: 5 / 5
a211o_1: 3 / 3
clkdlybuf4s50_1: 0 / 53
nor3b_1: 5 / 5
a31oi_1: 3 / 3
o21a_1: 3 / 3
o211ai_1: 6 / 6
a21o_1: 3 / 3
o21ai_0: 26 / 26
nor3_1: 11 / 11
nand2_1: 18 / 18
o21bai_1: 3 / 3
nand3_1: 7 / 7
xnor2_1: 6 / 6
a21oi_1: 24 / 24
nor2b_1: 7 / 7
where the power goes:
group          leakage, nW  internal, W  switching [W]  total, W
logic                 1.16    0.0000810      0.0000847  0.000166
registers                0            0              0         0
clock network            0            0              0         0
worst max path at each step:
stage	start	end	slack [ns]	cells past startpoint
CTS	Bin[0]	Z	2.07	12
global route	Bin[0]	Z	1.87	12
finish	Bin[0]	Z	2.08	12
kinds of logic after synthesis:
family / after synthesis / synth area share (%)
AND-OR/OR-AND: 108 / 32.9
AND/OR/NAND/NOR: 100 / 23.7
buffers and inverters: 52 / 9.74
adder cells (fa/ha/maj): 36 / 21.4
multiplexers: 15 / 8.12
XOR/XNOR: 10 / 4.03
through the flow:
step           setup WS (ns)  hold slack [ns]
2_1_floorplan           3.49             4.14
3_3_place_gp            2.14             5.17
3_5_place_dp            2.10             5.18
4_1_cts                 2.07             5.17
5_1_grt                 1.87             5.28
6_report                2.08             5.18
area by class of cell:
type / count / area (um^2)
Fill cell: 975 / 5900
Multi-Input combinational cell: 269 / 1960
Timing Repair Buffer: 57 / 561
Tap cell: 108 / 135
Inverter: 33 / 124
Power figures rest on the tool's default switching activity, not on a simulated workload.
