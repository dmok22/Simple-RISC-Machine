`design/flow/config.mk`:
```
export PLATFORM = sky130hd
export DESIGN_NAME = regfile
export DESIGN_NICKNAME = regfile
export VERILOG_FILES = /design/flow/design.v
export SDC_FILE = /design/flow/constraint.sdc
export NUM_CORES = 4
export LEC_CHECK = 1
export CORE_UTILIZATION = 30
```
`design/flow/constraint.sdc`:
```
current_design regfile

set clk_period 3.3
set clk_io_pct 0.2

create_clock -name clk0 -period $clk_period [get_ports {clk}]

set non_clock_inputs [all_inputs -no_clocks]
set_input_delay [expr $clk_period * $clk_io_pct] -clock clk0 $non_clock_inputs
set_output_delay [expr $clk_period * $clk_io_pct] -clock clk0 [all_outputs]
```
`design/flow/design.v`:
```
module regfile(data_in,writenum,write,readnum,clk,data_out);
    input [15:0] data_in;
    input [2:0] writenum, readnum;
    input write, clk;
    output [15:0] data_out;
    wire [2:0] writenum, readnum;
    reg [7:0] decOutWrite;  
    Dec #(3,8) dec38write(writenum,decOutWrite);  
    wire load0,load1,load2,load3,load4,load5,load6,load7;
    assign load0 = write & decOutWrite[0];
    assign load1 = write & decOutWrite[1];
    assign load2 = write & decOutWrite[2];
    assign load3 = write & decOutWrite[3];
    assign load4 = write & decOutWrite[4];
    assign load5 = write & decOutWrite[5];
    assign load6 = write & decOutWrite[6];
    assign load7 = write & decOutWrite[7];
    wire [16-1:0] R0,R1,R2,R3,R4,R5,R6,R7;
    REG loadR0(data_in, load0, clk, R0);
    REG loadR1(data_in, load1, clk, R1);
    REG loadR2(data_in, load2, clk, R2);
    REG loadR3(data_in, load3, clk, R3);
    REG loadR4(data_in, load4, clk, R4);
    REG loadR5(data_in, load5, clk, R5);
    REG loadR6(data_in, load6, clk, R6);
    REG loadR7(data_in, load7, clk, R7);
    reg [7:0] decOutRead;  
    Dec #(3,8) dec38read(readnum,decOutRead);
    Mux8 #(16) muxOut(R0,R1,R2,R3,R4,R5,R6,R7,decOutRead,data_out);
endmodule
module Dec(in, out);
    parameter n = 3;  
    parameter m = 8;  
    input [n-1:0] in;
    output [m-1:0] out;
    wire [m-1:0] out = 1<<in;
endmodule
module Mux8(a0, a1, a2, a3, a4, a5, a6, a7, s, out);  
    parameter k = 16;  
    input [k-1:0] a0, a1, a2, a3, a4, a5, a6, a7;
    input [8-1:0] s;  
    output [k-1:0] out;
    reg [k-1:0] out;
    always @(*) begin
        case(s)
            8'b00000001: out = a0;
            8'b00000010: out = a1;
            8'b00000100: out = a2;
            8'b00001000: out = a3;
            8'b00010000: out = a4;
            8'b00100000: out = a5;
            8'b01000000: out = a6;
            8'b10000000: out = a7;
            default: out = 16'd0;
        endcase
    end 
endmodule
module REG(in, load, clk, out);
    parameter k = 16;
    input [k-1:0] in;
    input clk, load;
    output [k-1:0] out;
    wire [k-1:0] D;
    reg [k-1:0] out;
    always @(posedge clk) begin
         out <= load ? in : out;
    end
endmodule
```
`design/flow/run.sh`:
```
#!/bin/bash
# OpenROAD 26Q1-2900-gdf79404cd8, Yosys 0.63+post, stock flow scripts
make -C /OpenROAD-flow-scripts/flow DESIGN_CONFIG=/design/flow/config.mk WORK_HOME=/design/flow/orfs finish
```
==> metrics.yaml <==
status:
  status: "complete, no violations"
yosys:
  synth_flops: 128
  syn_inst: 199
  synthDistinctLibCells: 13
  synthesis.area_sq_um: 4970
  yosysCellCount: 199
  synth.avg_cell_area_sq_um: 25.0
  ys_warn_count: 2
  ys_chip_area_sq_um: 4970
  synth_seq_share_pct: 77.4
final_timing:
  finalCritPeriodShare_pct: 94.8
  setup_viol: 0
  worstMarginPinSlew_ps: 315
  timing.fmax_mhz: 319
  rsz0062_at_grt: "no"
  tns_ps: 0
  drv_slew: 0
  slew_headroom_pct: 79.0
  period_minus_slack_ps: 3130
  hold_violations: 0
placed_design:
  numPortBuffers: 39
  placedCellCount: 455
  hpwl_mm: 4.61
  place_congestion: 0.685
finish:
  drive_above_1_share_pct: 25.1
  fillers: 1440
  stdcell_count: 487
  regArea_sq_um: 3840
  syn_to_final_growth_pct: 25.7
  mi_logic_area_sq_um: 1060
  finish.utilization_pct: 39.0
floorplanning:
  die_width_microns: 131
  dieArea_sq_um: 17100
  dieHeight_microns: 131
  ios: 40
  rows: 46
  fp-utilization_pct: 31.0
  core_area_sq_um: 16000
power_and_ir_drop:
  vdd.ir_drop.worst_mv: 0.355
  p_total_mw: 3.80
  leakage_nw: 2.04
  p_per_area_nw_per_um2: 609
detailed_routing:
  wirelength_mm: 8.51
  wl_per_cell_microns: 17.5
  remaining_drc_errors: 0
  drt_iter0_drc: 202
  vias_per_cell: 4.43
  dr.pass1.iters: 4
  ant_nets: 0
  n_antenna_cell: 0
  vias: 2158
cts:
  hold_buffers: 0
  cts_made_buffers: 17
  cts_sinks: 128
  ctsResizeCount: 0
  cts_htree_levels: 4
  cts_root_buffer: "clkbuf_16"
  clk_path_buf_depth: 2
  post-cts-setup-buffer-count: 0
  path_clk_slew_ps: 50
  cts_tree: "built"
setup_path:
  path_max_fanout: 31
  cp_data_arrival_time_ps: 2470
  cp_data_required_time_ps: 2640
  critical_path_class: "in -> out"
  setup.worst_path.start_class: "input port"
  end_kind: "primary output"
grt:
  grt_overflow: 0
  grt_pass1_vias: 2376
  grt_pass1_wl_mm: 12.9
  antenna_found_initial: 0
  gr-usage-all-layers_pct: 11.3
  grt_max_degree: 33
flow_run:
  warnings: 25
  drv_cap: 0
min_path:
  hold_path.class: "in -> reg"
-- final timing paths --
check | from | to | depth (start not counted) | slack (ps)
worst max-delay path | readnum[2] | data_out[8] | 5 | 170
worst min-delay path | data_in[2] | loadR6.out[2] | 1 | 980
-- report_power, final --
part	internal (mW)	total (mW)	leakage, nW	switching [mW]
registers	1.85	1.85	1.16	0.00942
logic	0.131	0.217	0.614	0.0863
clock network	1.05	1.73	0.266	0.685
total	3.02	3.80	2.04	0.781
-- cell type report --
class / count / share of cell area, %
tap: 216 / 4.33
multi-input combinational: 61 / 17.0
timing repair buffer: 50 / 8.10
clock inverter: 14 / 2.16
sequential: 128 / 61.6
clock buffer: 18 / 6.87
-- critical path, cell delays in order --
cell	delay (ps)
clkdlybuf4s50_1	550
buf_12	230
mux4_1	320
mux2_2	290
clkdlybuf4s50_1	420
-- metrics by stage --
stage / area, sq um / setup slack (ps) / hold WS [ps]
6_report: 6240 / 170 / 976
5_1_grt: 6240 / 78.0 / 994
4_1_cts: 6240 / 130 / 981
3_5_place_dp: 5680 / 139 / 1410
3_3_place_gp: 5680 / 143 / 1390
2_1_floorplan: 4970 / 917 / 759
-- placed cells by master, fill, tap and decap left out --
cell,instances
nor2_1,6
nand2b_1,3
clkinv_1,1
edfxtp_1,128
nand2_1,2
inv_6,4
clkdlybuf4s50_1,38
nor3_2,2
clkbuf_1,1
clkinv_4,5
mux2_2,16
mux4_2,8
buf_12,3
mux4_1,24
clkbuf_16,17
buf_4,8
bufinv_16,1
clkinvlp_4,3
buf_2,1
-- flip-flops by register name, summed over array words and instances (netlist names) --
signal and count:
loadR6.out 16, loadR3.out 16, loadR7.out 16, loadR1.out 16
loadR2.out 16, loadR4.out 16, loadR0.out 16, loadR5.out 16
-- cells by family (layout without fill, tap and decap cells) --
group,after synthesis,count (layout),synth area share (%)
buf+inv,10,82,1.46
mux,48,48,20.0
simple gates,13,13,1.18
flops,128,128,77.4
-- synth_stat cells --
master    number  area, sq um
nor2_1         6         22.5
buf_1          1         3.75
nor3_1         2         10.0
mux4_2         8          180
clkbuf_2       1         5.00
nand2b_1       3         18.8
buf_6          4         45.0
edfxtp_1     128         3840
mux2_2        16          180
clkbuf_1       1         3.75
mux4_1        24          631
nand2_1        2         7.51
buf_2          3         15.0
-- routing by layer --
metal  vias to the layer above  part of all wire [%]  GRT usage, %
li1                        989                     -             -
met1                      1061                    41          15.3
met2                        99                    48          17.1
met3                         9                    10          6.43
met4                         0                   1.2          1.69
met5                         -                     0             0
No activity file was given, so power comes from the tool's default toggle rates.
